--- flow/config.mk ---
export PLATFORM = sky130hd
export DESIGN_NAME = ipsum_fifo
export DESIGN_NICKNAME = ipsum_fifo
export VERILOG_FILES = /design/flow/design.v
export SDC_FILE = /design/flow/constraint.sdc
export NUM_CORES = 4
export LEC_CHECK = 1
export CORE_UTILIZATION = 40
--- flow/constraint.sdc ---
current_design ipsum_fifo

set clk_period 5.1
set clk_io_pct 0.2

create_clock -name clk0 -period $clk_period [get_ports {clk}]

set non_clock_inputs [all_inputs -no_clocks]
set_input_delay [expr $clk_period * $clk_io_pct] -clock clk0 $non_clock_inputs
set_output_delay [expr $clk_period * $clk_io_pct] -clock clk0 [all_outputs]
--- flow/design.v ---
module ipsum_fifo #(
    parameter int WIDTH = 16,          
    parameter int DEPTH = 4           
)(
    input  logic           clk,
    input  logic           rst_n,
    input logic ipsum_fifo_reset_i,  
    input  logic           push_en,        
    input  logic           push_mod,       
    input  logic [31:0]    push_data,      
    output logic           full,           
    input  logic           pop_en,         
    output logic [15:0]    pop_data,       
    output logic           empty           
);
    logic [15:0] mem [0:3];
    logic [1:0] wr_ptr, rd_ptr;  
    logic [2:0] count;
    logic [15:0] data_out_reg;
    assign pop_data = data_out_reg;
    assign full  = (count == 3'd4);
    assign empty = (count == 3'd0);
    always_ff @(posedge clk or negedge rst_n) begin
        if (!rst_n)
            wr_ptr <= 2'd0;
        else if (ipsum_fifo_reset_i)
            wr_ptr <= 2'd0;  
        else if (push_en) begin
            if (push_mod == 1'b0 && !full)
                wr_ptr <= (wr_ptr + 2'd1);
            else if (push_mod == 1'b1 && empty)  
                wr_ptr <= 2'd0;  
        end
    end
    always_ff @(posedge clk) begin
        if(!rst_n) begin
            mem[0] <= 16'd0;
            mem[1] <= 16'd0;
            mem[2] <= 16'd0;
            mem[3] <= 16'd0;
        end
        else if(ipsum_fifo_reset_i) begin
            mem[0] <= 16'd0;  
            mem[1] <= 16'd0;
            mem[2] <= 16'd0;
            mem[3] <= 16'd0;
        end
        else if (push_en) begin
            if (push_mod == 1'b0 && !full)
                mem[wr_ptr] <= push_data[15:0];
            else if (push_mod == 1'b1 && empty) begin 
                mem[0] <= push_data[15:0];
                mem[1] <= push_data[31:16];
            end
        end
    end
    always_ff @(posedge clk or negedge rst_n) begin
        if (!rst_n)
            rd_ptr <= 2'd0;
        else if (ipsum_fifo_reset_i)
            rd_ptr <= 2'd0;  
        else if (pop_en && !empty)
            rd_ptr <= (rd_ptr + 2'd1);
    end
    always_ff @(posedge clk) begin
        if (!rst_n)
            data_out_reg <= 16'd0;
        else if (ipsum_fifo_reset_i)
            data_out_reg <= 16'd0;  
        else if (pop_en && !empty)
            data_out_reg <= mem[rd_ptr];
    end
    always_ff @(posedge clk or negedge rst_n) begin
        if (!rst_n)
            count <= 3'd0;
        else if(ipsum_fifo_reset_i)
            count <= 3'd0;  
        else if(push_en && pop_en) begin
            if(push_mod == 1'b0 && !full)  
                count <= count;  
        end
        else if(push_en)begin
            if(push_mod == 1'b0 && !full)
                count <= count + 3'd1;  
            else if(push_mod == 1'b1 && empty)
                count <= 3'd2;  
        end
        else if(pop_en && !empty)
            count <= count - 3'd1;
    end
endmodule
--- flow/run.sh ---
#!/bin/bash
# OpenROAD 26Q1-2900-gdf79404cd8, Yosys 0.63+post, stock flow scripts
make -C /OpenROAD-flow-scripts/flow DESIGN_CONFIG=/design/flow/config.mk WORK_HOME=/design/flow/orfs finish
==> GITHUB_STEP_SUMMARY <==
## PnR job results

| Metric | Value |
|---|---|
| Status | finished, final reports clean |
| Post-synth EDFFs | 64 |
| Height of the die | 103.1 microns |
| Overflow after GRT | 0 |
| Yosys chip area | 4089 sq um |
| CTS tree | built |
| Final Max Tran Viols | 0 |
| Critical path's slowest cell | clkdlybuf4s50_1 |
| Commonest flop | edfxtp_1 |
| Max incr delay on CP | 0.69 ns |
| Detail Placement HPWL | 5382 microns |
| Log Warnings | 30 |
| Leakage power | 1.959 nW |
| GR Util All Layers | 17.29% |
| Startpoint types | input pin |
| Distinct lib cells | 39 |
| Top area cell types | edfxtp_1 (47%), mux4_2 (8.8%), dfxtp_1 (7.8%) |
| # fillers | 888 |
| Setup TNS | 0 ns |
| Slew margin rel. | 39.47% |
| Root buf cell | clkbuf_8 |
| Gp weighted congestion | 0.8318 |
| Commonest cells post-synth | edfxtp_1 (64), nand2_1 (44), and3_1 (34), a21oi_1 (19), and2_1 (17) |
| Layout cells sized above 1 | 12.47% |
| CTS Buf Count | 9 |
| Crit-path max FO | 36 |
| Yosys reg bits | 87 |
| IO Port Bufs | 55 |
| Global-route wire length before repair | 12560 microns |
| WL final | 8023 microns |
| Largest register FFs | 64 |
| Die footprint | 10630 sq um |
| Syn Area/Cell | 13.19 sq um |
| Vias per inst | 5.119 |
| Pwr Density | 372.9 nW/um^2 |
| Setup bufs post-CTS | 0 |
| Boundary pin count | 56 |
| Pre-Place Util | 41.64% |
| Max clock buf depth | 2 |
| DIE WIDTH | 103.1 microns |
| Slew at the pin closest to its max-slew limit | 0.9020 ns |
| Async S/R FF share, synth | 8.046% |
| Antenna Nets Post-Route | 0 |
| Cells after Synth | 310 |
| WL/cell | 16.24 microns |
| Worst VDD drop | 0.1881 mV |
| Leading area contributor after synthesis | edfxtp_1 |
| Crit path time final | 3.108 ns |
| Largest net degree at the start of global routing | 37 |
| CP cell instances | clkdlybuf4s50_1 > nor2b_4 > and3_1 > buf_4 > nand2_1 > nand2_1 |
| H-Tree Depth | 3 |
| CTS Hold Buffers Added | 0 |
| Worst Hold Slack | 0.4538 ns |
| Kind of end point of the critical path | register |
| Final setup fails | 0 |
| Max Cap Viol | 0 |
| Post-synthesis sequential area ratio | 59.12% |
| Top-area cell type share of the netlist area | 47.00% |
| Final hold violation count | 0 |
| CP dominant cell by count | nand2_1 |
| DR vias | 2529 |
| Vias in the first global route | 2488 |
| Top-count cell post-synth | edfxtp_1 |
| Ant. Diodes | 0 |
| YS warnings | 1 |
| CTS clock-pin slew for the worst setup and hold paths | 0.08 ns |
| Clock Latency Late Sink | 0.35 ns |
| Mapped Area | 4089 sq um |
| Period utilization | 60.94% |
| Site Rows | 36 |
| Yosys Instances | 310 |
| Core Region | 9819 sq um |
| Drt drc | 0 |
| Post_cts resized | 0 |
| Clk_skew | 0.008266 ns |
| Crit Path Class | input pin to register |
| Starting DRT DRC Count | 82 |
| Crit path DRT | 5.08 ns |
| P&R area growth vs syn | 20.10% |
| Post-Layout Cell Count | 494 |
| Max Clk Rate | 321.7 MHz |
| Worst EP arrival | 3.09 ns |
| WP buf/inv | 2 |
| Crit path max-delay family | simple AND/OR/NAND/NOR gates |
| R2R Setup Slk | 2.65 ns |
| Initial antenna violation count | 0 |
| CTS Sinks | 87 |
| HP Class | register to register |
| Drt pass-1 iters | 4 |
| Dpl cells | 478 |
| RSZ-0062 raised after global routing | false |
path summary, 6_finish.rpt:
kind,start,endpoint,cells after the start
worst max-delay path,rst_n,mem[2][14],6
worst min-delay path,data_out_reg[12],data_out_reg[12],2
worst max register to register,count[0],mem[0][12],6
worst min register to register,data_out_reg[12],data_out_reg[12],2
max in group asynchronous,rst_n,rd_ptr[0],1
min in group asynchronous,rst_n,rd_ptr[1],1
logic make-up after synthesis:
family	synth area share (%)
xor+xnor	0.4285
compound gates	8.507
simple gates	14.44
flops	59.12
mux	10.40
fa+ha+maj	2.142
buf+inv	4.958
through the flow:
stage               power (mW)  utilization (%)  setup WS, ns  area (sq um)
detailed placement       1.304            47.57         1.600          4671
finish                   1.831            50.01         1.992          4911
CTS                      1.854            50.01         1.968          4911
global placement         1.302            47.57         1.644          4671
floorplan                1.190                -         2.206          4089
global route             1.929            50.01         1.799          4911
layout by cell type, fill, tap and decap left out, types with 2 or more instances in the layout:
master            n
dfxtp_1          16
and3_1           34
o21ai_1           3
nor2_1            4
a22o_1           16
and2_1           17
clkdlybuf4s50_1  55
mux4_2           16
o21ai_0           3
inv_1            10
buf_4             4
nor2b_4           2
mux2i_1           5
nand2_1          44
bufinv_16         2
a21oi_1          19
dfrtp_1           7
clkbuf_8         10
ha_1              7
edfxtp_1         64
per-layer routing:
layer / global-route usage, % / share of wire (%)
met5: 0 / 0
met4: 1.408 / 0.50
met3: 7.443 / 8.8
met2: 26.87 / 47
met1: 25.33 / 44
worst reg2reg max path, stage by stage, from the launching register on:
cell and delay (ns):
dfrtp_1 0.42, inv_1 0.10, ha_1 0.42, and3b_4 0.27, and3_1 0.69, a21o_4 0.28
and2_1 0.15
layout make-up:
class / instances / area, sq um / area share (%)
multi-input cells: 189 / 1469 / 29.91
clock buffers: 12 / 166.4 / 3.389
inverters: 10 / 37.54 / 0.7643
well taps: 133 / 166.4 / 3.389
repair buffers: 59 / 580.6 / 11.82
flip-flops and latches: 87 / 2417 / 49.22
clock inverters: 4 / 73.82 / 1.503
power breakdown:
part	internal, mW	switching (mW)	leakage [nW]
sequential	0.830	0.0459	0.941
combinational	0.202	0.204	0.896
clock	0.320	0.228	0.122
Power figures rest on the tool's default switching activity, not on a simulated workload.
