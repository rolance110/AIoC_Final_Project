File: /design/flow/config.mk
export PLATFORM = sky130hd
export DESIGN_NAME = PPU
export DESIGN_NICKNAME = PPU
export VERILOG_FILES = /design/flow/design.v
export SDC_FILE = /design/flow/constraint.sdc
export NUM_CORES = 4
export LEC_CHECK = 1
export CORE_UTILIZATION = 40
File: /design/flow/constraint.sdc
current_design PPU

set clk_period 15.8
set clk_io_pct 0.2

create_clock -name clk0 -period $clk_period

set non_clock_inputs [all_inputs -no_clocks]
set_input_delay [expr $clk_period * $clk_io_pct] -clock clk0 $non_clock_inputs
set_output_delay [expr $clk_period * $clk_io_pct] -clock clk0 [all_outputs]
File: /design/flow/design.v
module PPU #(
    parameter DATA_BITS = 32
)(
    input clk,
    input rst_n,
    input [DATA_BITS-1:0] data_in,
    input [5:0] scaling_factor, 
    input relu_en,   
    input need_ppu,
    input [3:0] WEB,
    output logic [DATA_BITS-1:0] data_out
);
logic signed [15:0] data_in_down;
logic signed [15:0] data_in_up;
logic signed [15:0] relu_down; 
logic signed [15:0] relu_up;
logic signed [15:0] requant_down;
logic signed [15:0] requant_up;
logic signed [15:0] temp_with_zp_down;
logic signed [15:0] temp_with_zp_up;
logic [7:0] data_out_reg_down;
logic [7:0] data_out_reg_up; 
always_comb begin
    if(WEB == 4'b1111) begin
        data_in_down = data_in[15:0];   
        data_in_up   = data_in[31:16];  
    end else if(WEB == 4'b1100) begin
        data_in_down = 16'd0;           
        data_in_up   = data_in[31:16];  
    end else if(WEB == 4'b0011) begin
        data_in_down = data_in[15:0];   
        data_in_up   = 16'd0;           
    end else begin
        data_in_down = 16'd0;  
        data_in_up   = 16'd0;  
    end 
end
always_comb begin
    if (relu_en) begin
        relu_down = (data_in_down > 0) ? data_in_down : 0;  
        relu_up   = (data_in_up > 0)   ? data_in_up   : 0;  
    end else begin
        relu_down = data_in_down;
        relu_up   = data_in_up;
    end
    requant_down = relu_down >>> scaling_factor;  
    requant_up   = relu_up   >>> scaling_factor;  
end
always_comb begin
    temp_with_zp_down = requant_down + 16'd128; 
    temp_with_zp_up   = requant_up   + 16'd128;
    if (temp_with_zp_down >= 255) begin
        data_out_reg_down = 8'd255;
    end else if (temp_with_zp_down <= 0) begin
        data_out_reg_down = 8'd0;
    end else begin
        data_out_reg_down = temp_with_zp_down[7:0]; 
    end
    if(temp_with_zp_up >= 255) begin
        data_out_reg_up = 8'd255;
    end else if (temp_with_zp_up <= 0) begin
        data_out_reg_up = 8'd0;
    end else begin
        data_out_reg_up = temp_with_zp_up[7:0]; 
    end
end
always_comb begin
    if(need_ppu) begin
        data_out = {8'd0, data_out_reg_up, 8'd0, data_out_reg_down}; 
    end 
    else begin
        data_out = data_in; 
    end
end
endmodule
File: /design/flow/run.sh
#!/bin/bash
# OpenROAD 26Q1-2900-gdf79404cd8, Yosys 0.63+post, stock flow scripts
make -C /OpenROAD-flow-scripts/flow DESIGN_CONFIG=/design/flow/config.mk WORK_HOME=/design/flow/orfs finish
==> out/metrics.yaml <==
wl_met3_um: 984
yosys_area_um2: 2840
worst_slew_pin_slew_ns: 0.759
intPower_uw: 45.7
diodes: 0
fin_tns_setup_ns: 0
dpl.hpwl_um: 8240
synth.yosys.seq_area_share_pct: 0
grt_pass1_vias: 3256
p_leak_nw: 1.21
irDropWorstVdd_uv: 16.7
wl_met1_um: 5230
status: "finished clean"
antenna_found_initial: 0
clock_buffers: 0
yosysWarnings: 1
grt_pass1_wl_um: 17300
drt_first_iter_violations: 323
totalPowerFinal_uw: 95.3
die_w_um: 86.3
track_usage_pct: 29.7
top_layer: "met4"
maxSlewViolCount: 0
synth.avg_cell_area_um2: 6.59
initCoreUtil_pct: 41.6
cts_hold_buffers: 0
finalCritPeriodShare_pct: 68.2
ys_cells: 431
grt_max_degree: 52
ys_types: 67
critPathLaunchType: "primary input"
place_congestion: 0.940
cts-resized-gates: 0
rsz0062_at_grt: "false"
tool_warnings: 34
drive_gt1_share_pct: 9.62
areaGrowthSynthToFinish_pct: 27.0
portBuffers: 76
drt_wl_total_um: 11000
die_h_um: 86.3
top_cell_area_share_pct: 8.72
synthCells: 431
slowest_delay_ns: 0.60
required_ns: 12.64
worstPathCellList: "clkdlybuf4s50_1 > nand2b_1 > or3_1 > nor2_1 > o31ai_1 > mux2_2 > o21ai_0 > ha_1 > a31oi_1 > o31ai_1 > a311o_1 > nor4_4 > a31oi_1 > a21o_1 > clkdlybuf4s50_1"
fin_crit_ns: 10.77
seqCellArea_um2: 0
swShare_pct: 52.1
cp_max_fo: 18
hold_path.class: "in2out"
design.seq.count: 0
largest_area_cell: "mux4_2"
p_comb_share_pct: 100.0
postRouteAntennaNets: 0
critPathArrivalTime_ns: 7.61
finalSetupViolations: 0
pin_count: 78
coreArea_um2: 6830
grt-ovfl-total: 0
cp-end-kind: "output port"
die_area_um2: 7450
avgRoutedWirePerCell_um: 19.1
area_leaders: "mux4_2 8.7%, mux2i_1 7.0%, nand2_1 5.5%"
max-slew-margin-rel_pct: 48.9
critical_path_class: "in2out"
dr.pass1.iters: 5
num_vias: 3734
synth_area_um2: 2840
cts_setup_buffers: 0
rows: 30
seqPwrFrac_pct: 0
drt-vias-per-instance: 6.51
p_switching_uw: 49.6
clock.fmax_mhz: 92.8
yosys-top-cells-count: "42 x nand2_1, 42 x nor2_1, 30 x a21oi_1, 30 x o21ai_0, 22 x clkbuf_1"
hold_slack_ns: 7.34
power.density_nw_per_um2: 26.4
critical_path.slowest_cell: "or3_1"
drc: 0
hold_viol_final: 0
cap_violations: 0
clock_power_share_pct: 0
wl_met2_um: 4700
[power by group through the flow]
stage / logic (mW) / clock network, mW / registers (mW)
after CTS: 0.0942 / 0 / 0
after global routing: 0.103 / 0 / 0
final: 0.0953 / 0 / 0
[metal layers]
metal / vias to the layer above / GRT usage [%]
met2: 159 / 41.2
met3: 9 / 7.92
li1: 1789 / -
met1: 1777 / 47.7
met5: - / 0
met4: 0 / 2.58
[final cells by class]
class / count / area [um2]
fillers: 693 / 3220
inverters: 9 / 33.8
well taps: 96 / 120
multi-input cells: 385 / 2640
repair buffers: 84 / 811
[critical path, delay by kind of cell]
kind | cells | cell delay [ns]
compound gates | 7 | 1.19
fa+ha+maj | 1 | 0.25
buf+inv | 2 | 0.97
mux | 1 | 0.35
simple gates | 4 | 1.69
[path summary, 6_finish.rpt]
| check | startpoint | endpoint | slack [ns] | depth (start not counted) |
|---|---|---|---|---|
| max | relu_en | data_out[22] | 5.03 | 15 |
| min | data_in[12] | data_out[12] | 7.34 | 3 |
[metrics by stage]
stage	worst slack, ns	util [%]	cells	instance area [um2]
finish	5.03	52.8	574	3610
global route	4.75	52.8	574	3610
floorplan	6.68	-	431	2840
CTS	5.07	52.8	574	3610
global placement	5.09	52.8	574	3610
detailed placement	5.08	52.8	574	3610
[logic make-up (layout without fill, tap and decap cells)]
group,Yosys count,count (layout),share of synthesized area (%)
simple gates,185,185,33.8
mux,41,41,19.8
fa+ha+maj,2,2,0.881
buf+inv,46,93,6.96
compound gates,154,154,37.6
xor+xnor,3,3,0.925
[placed cells by master, fill, tap and decap left out, drive strengths merged, types with 3 or more instances in the layout]
cell / n
nand2b: 4
mux4: 11
o31ai: 10
nor2: 44
a32oi: 4
mux2: 9
a21o: 6
clkinv: 3
a211oi: 13
a2111oi: 4
a31oi: 10
or2: 3
or3: 11
inv: 6
nand4: 4
a211o: 3
clkdlybuf4s50: 74
o21ai: 31
a22oi: 4
nor3: 20
and3: 5
nor4: 15
mux2i: 21
o22ai: 9
a21oi: 31
o211ai: 8
and2: 3
nand2: 42
a311o: 3
nand3: 8
buf: 10
nor2b: 18
