===== ./run.sh =====
#!/bin/bash
# OpenROAD 26Q1-2900-gdf79404cd8, Yosys 0.63+post, stock flow scripts
make -C /OpenROAD-flow-scripts/flow DESIGN_CONFIG=/design/flow/config.mk WORK_HOME=/design/flow/orfs finish

===== ./config.mk =====
export PLATFORM = sky130hd
export DESIGN_NAME = opsum_fifo
export DESIGN_NICKNAME = opsum_fifo
export VERILOG_FILES = /design/flow/design.v
export SDC_FILE = /design/flow/constraint.sdc
export NUM_CORES = 4
export LEC_CHECK = 1
export CORE_UTILIZATION = 30

===== ./constraint.sdc =====
current_design opsum_fifo

set clk_period 3.3
set clk_io_pct 0.2

create_clock -name clk0 -period $clk_period [get_ports {clk}]

set non_clock_inputs [all_inputs -no_clocks]
set_input_delay [expr $clk_period * $clk_io_pct] -clock clk0 $non_clock_inputs
set_output_delay [expr $clk_period * $clk_io_pct] -clock clk0 [all_outputs]

===== ./design.v =====
module opsum_fifo #(
    parameter int WIDTH = 16,          
    parameter int DEPTH = 4           
)(
    input  logic           clk,
    input  logic           rst_n,
    input logic opsum_fifo_reset_i,  
    input  logic           push_en,
    input  logic [15:0]    push_data,
    output logic           full,
    input  logic           pop_en,
    input  logic           pop_mod,           
    output logic [31:0]    pop_data,
    output logic           empty
);
    logic [15:0] mem [0:3];
    logic [1:0] wr_ptr, rd_ptr;  
    logic [2:0] count;
    assign full  = (count == 3'd4);
    assign empty = (count == 3'd0);
    always_ff @(posedge clk or negedge rst_n) begin
        if (!rst_n)
            wr_ptr <= 2'd0;
        else if (opsum_fifo_reset_i)
            wr_ptr <= 2'd0;  
        else if (push_en && !full)
            wr_ptr <= (wr_ptr + 2'd1);
    end
    always_ff @(posedge clk) begin
        if(!rst_n) begin
            mem[0] <= 16'd0;
            mem[1] <= 16'd0;
            mem[2] <= 16'd0;
            mem[3] <= 16'd0;
        end
        else if (opsum_fifo_reset_i) begin
            mem[0] <= 16'd0;  
            mem[1] <= 16'd0;
            mem[2] <= 16'd0;
            mem[3] <= 16'd0;
        end
        else if (push_en && !full) begin
            mem[wr_ptr] <= push_data;
        end
    end
    always_ff @(posedge clk or negedge rst_n) begin
        if (!rst_n)
            rd_ptr <= 2'd0;
        else if (opsum_fifo_reset_i)
            rd_ptr <= 2'd0;  
        else if (pop_en && !empty && pop_mod == 1'b0)
            rd_ptr <= (rd_ptr + 2'd1);
        else if (pop_en && pop_mod == 1'b1 && full)  
            rd_ptr <= (rd_ptr + 2'd2);
    end
    always_ff @(posedge clk or negedge rst_n) begin
        if (!rst_n)
            pop_data <= 32'd0;
        else if (opsum_fifo_reset_i)
            pop_data <= 32'd0;  
        else if (pop_en && !empty) begin
            if (pop_mod == 1'b0)
                pop_data <= {16'd0, mem[rd_ptr]};
            else if (pop_mod == 1'b1 && full)  
                pop_data <= {mem[1], mem[0]};
        end
    end
    always_ff @(posedge clk or negedge rst_n) begin
        if (!rst_n)
            count <= 3'd0;
        else if (opsum_fifo_reset_i)
            count <= 3'd0;  
        else if (push_en && !full && pop_en && !empty && pop_mod == 1'b0) begin 
            count <= count;  
        end 
        else if (push_en && !full && pop_en && !empty && pop_mod == 1'b0) begin 
            count <= count - 3'd1;  
        end
        else if (pop_en && !empty) begin  
            if (pop_mod == 1'b0)  
                count <= count - 3'd1;
            else if (pop_mod == 1'b1 && full)  
                count <= count - 3'd2;  
        end
        else if (push_en && !full) begin  
            count <= count + 3'd1;
        end
    end
endmodule

==> flow_summary.ini <==
; implementation run metrics
[run_status]
status = completed

[clocking]
cts_buffers = 9
cts-root-buf = clkbuf_16
cts_tree = done
cts_htree_levels = 3
cts_max_path_buffers = 2
clkSinkCount = 103
cts_resized = 0
clk_latency_ps = 340
path_clk_slew_ps = 70
post_cts_buffers = 0
hold_buffers = 0

[grt]
grt_max_degree = 65
grt_usage = 0.141
grt_pass1_vias = 3062
antenna_found_initial = 0
overflow = 0
grt_pass1_wl_mm = 17.2

[worst_setup_path]
worstPathRequired_ps = 2640
start_kind = flip-flop
crit_type = flip-flop to primary output
path_max_fanout = 7
cp-end-kind = primary output
worstPathArrival_ps = 2000

[timing]
setup_tns_ps = 0
post-route-period-util = 0.805
drv_slew = 0
worstMarginPinSlew_ps = 596
skew_ps = 5.38
setup_slack_ps = 643
rsz0062_at_grt = no
hold_ws_ps = 382
setup_viol = 0
hold_viol = 0
layout_min_cycle_time_ps = 2660
max_freq_mhz = 376
slew_headroom = 0.602

[floorplan]
die_h_um = 128
std_cell_rows = 45
dieArea_um2 = 16300
fp_util = 0.309
dieWidth_um = 128
io_pins = 56
placeableCoreArea_um2 = 15300

[yosys]
yosys-top-cells-count = 64 x and3_1, 64 x edfxtp_1, 39 x dfrtp_1, 34 x inv_1, 18 x a22o_1
syn_area_um2 = 4730
synth_flops = 103
ys.flop_type = edfxtp_1
async_reset_ff_frac = 0.379
synth_cell_types = 48
top_cell_area_share = 0.406
yosys_area_um2 = 4730
yosysWarningCount = 1
synth.avg_cell_area_um2 = 12.5
area_leaders = edfxtp_1 41%, dfrtp_1 21%, and3_1 8.5%, a22o_1 3.3%, inv_1 2.7%
yosys.area.top_type = edfxtp_1
synth_seq_share = 0.612
synthCells = 378
enable_flop_cells = 64
yosysCellCount = 378

[route]
finalWirelength_mm = 10.6
num_vias = 3090
dr.pass1.iters = 4
via_per_inst = 4.80
wl_per_cell_um = 16.5
ant_nets = 0
drc = 0
n_antenna_cell = 0
drt_iter0_drc = 321

[place]
dp_hpwl_mm = 7.24
placed_cells = 628
port_buffers = 55
placed_cell_area_um2 = 5480
pre_cts_slack_ps = 750
routabilityCongestion = 0.782

[layout]
stdcell_area_um2 = 5820
final_util = 0.380
area_growth_pct = 23.1
layout.cells.non_filler = 644
drive_above_1_share = 0.102

[pwr]
powerDensity_nw_per_um2 = 604
ir_drop_uv = 228
leakage_nw = 2.50
p_switching_mw = 0.973
p_clk_frac = 0.343
finalPower_mw = 3.52
p_sw_frac = 0.276
p_int_mw = 2.55
p_seq_frac = 0.448
power_frac_comb = 0.209

[job]
openroad.warnings = 30
max_cap_violations = 0

[worst_hold_path]
hp-class = input pin to asynchronous set/reset pin
-- area by class of cell --
class	instances	area [µm²]
Tap cell	211	264
Sequential cell	103	2900
Inverter	34	128
Timing Repair Buffer	66	641
Multi-Input combinational cell	214	1550
Clock buffer	9	225
Clock inverter	7	120
Fill cell	1471	9490
-- power groups by stage --
stage | Sequential, mW | Clock, mW | Combinational, mW
finish | 1.58 | 1.21 | 0.736
global route | 1.59 | 1.27 | 0.821
CTS | 1.58 | 1.23 | 0.741
-- worst max-delay path, cell delays in order, from the launching register on --
cell and delay [ps]:
dfrtp_1 430, inv_1 120, ha_1 330, nand2b_1 230, inv_1 100, clkdlybuf4s50_1 450
-- registers in the layout, indices dropped and copies added, names as in the netlist --
register and cells:
rd_ptr 2, count 3, pop_data 32, mem 64, wr_ptr 2
-- cell usage in the layout, fill, tap and decap left out, types with 2 or more instances in the layout --
master           Yosys  routed
bufinv_16            0       3
inv_1               34      34
a22o_1              18      18
and2b_1              2       2
and3_1              64      64
mux2_4               2       2
buf_4                5      10
mux2_2               2       2
nand3_1              4       4
clkbuf_16            0       9
nand2b_1             4       4
a31oi_1              3       3
o21ai_0             15      15
xor2_1               2       2
a22oi_1              3       3
ha_1                 7       7
clkdlybuf4s50_1      0      54
a311oi_1            12      12
o2bb2ai_1           14      14
nor2b_1              4       4
nand2_1             12      12
o22ai_1             12      12
edfxtp_1            64      64
a21oi_1              2       2
dfrtp_1             39      39
a21oi_2              2       2
mux2i_1              2       2
nor2_1               8       8
-- cells by family (layout without fill, tap and decap cells) --
| kind of cell | count (synthesis) | count (layout) | share of synthesized area |
|---|---|---|---|
| multiplexers | 6 | 6 | 0.0153 |
| AND-OR/OR-AND | 92 | 92 | 0.152 |
| flip-flops | 103 | 103 | 0.612 |
| XOR/XNOR | 3 | 3 | 0.00555 |
| buffers and inverters | 61 | 116 | 0.0605 |
| adder cells (fa/ha/maj) | 7 | 7 | 0.0185 |
| AND/OR/NAND/NOR | 106 | 106 | 0.135 |
-- metal layers --
metal | up-vias | routed length [µm] | GRT usage | share of wire
li1 | 1512 | - | - | -
met1 | 1464 | 5120 | 0.226 | 0.48
met2 | 102 | 4470 | 0.202 | 0.42
met3 | 12 | 795 | 0.0461 | 0.075
met4 | 0 | 223 | 0.0194 | 0.021
met5 | - | 0 | 0 | 0
-- worst paths after layout --
| path | cells past startpoint | startpoint | end | slack [ps] |
|---|---|---|---|---|
| min in group clk0 | 1 | mem[1][8] | pop_data[24] | 490 |
| worst max register to register | 7 | count[1] | mem[0][13] | 1140 |
| worst min-delay path | 2 | rst_n | pop_data[3] | 380 |
| worst max-delay path | 5 | count[1] | empty | 640 |
| worst min register to register | 1 | mem[1][8] | pop_data[24] | 490 |
| max in group asynchronous | 2 | rst_n | pop_data[25] | 2560 |
Power figures rest on the tool's default switching activity, not on a simulated workload.
