==> design/flow/run.sh <==
#!/bin/bash
# OpenROAD 26Q1-2900-gdf79404cd8, Yosys 0.63+post, stock flow scripts
make -C /OpenROAD-flow-scripts/flow DESIGN_CONFIG=/design/flow/config.mk WORK_HOME=/design/flow/orfs finish
==> design/flow/constraint.sdc <==
current_design DRAM_wrapper

set clk_period 5.7
set clk_io_pct 0.2

create_clock -name clk0 -period $clk_period [get_ports {clk}]

set non_clock_inputs [all_inputs -no_clocks]
set_input_delay [expr $clk_period * $clk_io_pct] -clock clk0 $non_clock_inputs
set_output_delay [expr $clk_period * $clk_io_pct] -clock clk0 [all_outputs]
==> design/flow/design.v <==
module DRAM_wrapper (
    input clk,
    input rst,
    input [8-1:0] ARID,
    input [32-1:0] ARADDR,
    input [4-1:0] ARLEN,
    input [3-1:0] ARSIZE,
    input [1:0] ARBURST,
    input ARVALID,
    output logic ARREADY,
    output logic [8-1:0] RID,
    output logic [32-1:0] RDATA,
    output logic [1:0] RRESP,
    output logic RLAST,
    output logic RVALID,
    input RREADY,
    input [8-1:0] AWID,
    input [32-1:0] AWADDR,
    input [4-1:0] AWLEN,
    input [3-1:0] AWSIZE,
    input [1:0] AWBURST,
    input AWVALID,
    output logic AWREADY,
    input [32-1:0] WDATA,
    input [4-1:0] WSTRB,
    input WLAST,
    input WVALID,
    output logic WREADY,
    output logic [8-1:0] BID,
    output logic [1:0] BRESP,
    output logic BVALID,
    input BREADY,
	input logic [31:0] Q, 
    output logic CSn,
    output logic [3:0] WEn,
	output logic RASn,
	output logic CASn,
    output logic [10:0] A,
    output logic [31:0] D,
	input VALID
);
    logic VALID_reg;
    logic [31:0] DO_reg;
	always_ff@(posedge clk  )begin
		if(rst)begin
		    VALID_reg <= 1'd0;
		    DO_reg <= 32'd0;
		end
		else begin
		    VALID_reg <= VALID;
		    DO_reg <= Q;
		end
	end
    logic [8-1:0]  ARID_reg;
	logic [32-1:0] ARADDR_reg;
    logic [4-1:0]  ARLEN_reg;
    logic [3-1:0] ARSIZE_reg;
    logic [1:0] ARBURST_reg;
	logic [4-1:0]  ARLEN_count;
	logic [4-1:0]  ARLEN_count_handshake;
	logic [8-1:0]  AWID_reg;
	logic [32-1:0] AWADDR_reg;
    logic [4-1:0]  AWLEN_reg;
    logic [3-1:0] AWSIZE_reg;
    logic [1:0] AWBURST_reg;
	logic [4-1:0]  AWLEN_count;
	logic [2:0] ROW_count,COL_count,PRE_count;
	logic [32-1:0] ARADDR_post,ARADDR_post_handshake,AWADDR_post;
	logic [10:0] AR_ROW,AR_COL;
	logic [10:0] AW_ROW,AW_COL;
	logic  R_BURST_END;
	parameter ACT = 4'd0, 
			  READ_ADDR = 4'd1, 
			  READ_ROW = 4'd2, 
			  READ_DATA = 4'd3, 
			  WRITE_ADDR = 4'd4, 
			  WRITE_ROW = 4'd5,
			  WRITE_DATA = 4'd6, 
			  WRITE_BACK = 4'd7, 
			  WRITE_WAIT = 4'd8, 
			  READ_PRE = 4'd9, 
			  WRITE_PRE = 4'd10;
	logic [3:0] cs,ns;
	assign	CSn = 1'd0;
	always_ff@(posedge clk)begin
		if(rst)begin
		    cs <= ACT;
		end
		else begin
		    cs <= ns;
		end
	end
	always_comb begin
	    case(cs)
		    ACT:begin
			    if(AWVALID)begin
				    ns = WRITE_ADDR;
				end
				else if(ARVALID)begin
				    ns = READ_ADDR;
				end
				else begin
				    ns = ACT;
				end
			end
			READ_ADDR:begin
			    if(ARVALID && ARREADY)begin
				    ns = READ_ROW;
				end
				else begin
				    ns = READ_ADDR;
				end
			end
			READ_ROW:begin
				if(ROW_count == 3'd4)begin  
					ns = READ_DATA;
				end
				else begin
					ns = READ_ROW;
				end
			end
			READ_DATA:begin
				if(RVALID && RREADY && RLAST)begin
					ns = READ_PRE;
				end
				else if(RVALID && RREADY)begin 
					if(ARADDR_post[22:12] == ARADDR_post_handshake[22:12])begin
						ns = READ_DATA;
					end
					else begin
						ns = READ_PRE;
					end
				end
				else begin
				    ns = READ_DATA;
				end
			end
			READ_PRE:begin
				if(PRE_count == 3'd4)begin
					ns = (R_BURST_END ==1'b1)? ACT : READ_ROW;
				end
				else begin
					ns = READ_PRE;
				end
			end
			WRITE_ADDR:begin
			    if(AWVALID && AWREADY)begin
				    ns = WRITE_ROW;
				end
				else begin
				    ns = WRITE_ADDR;
				end
			end
			WRITE_ROW:begin 
			    if(ROW_count == 3'd4)begin
					ns = WRITE_DATA;
				end
				else begin
					ns = WRITE_ROW;
				end
			end
			WRITE_DATA:begin
				if(WVALID && WREADY)begin 
				    ns = WRITE_BACK;
				end
				else begin
				    ns = WRITE_DATA;
				end
			end
			WRITE_BACK:begin
			    if(BVALID && BREADY)begin 
				    ns = WRITE_PRE;
				end
				else begin
				    ns = WRITE_BACK;
				end
			end
			WRITE_PRE:begin 
			    if(PRE_count == 3'd4)begin
					ns = ACT;
				end
				else begin
					ns = WRITE_PRE;
				end
			end
			default:begin
			    ns = ACT;
			end
		endcase
	end
	always_ff@(posedge clk  )begin
	    if(rst)begin
		    ARID_reg    <= 8'd0;
	        ARADDR_reg  <= 32'd0;
            ARLEN_reg   <= 4'd0;
            ARSIZE_reg  <= 3'd0;
            ARBURST_reg <= 2'd0;
		end
		else if(cs == READ_ADDR)begin
		    ARID_reg    <= ARID;
	        ARADDR_reg  <= ARADDR;
            ARLEN_reg   <= ARLEN;
            ARSIZE_reg  <= ARSIZE;
            ARBURST_reg <= ARBURST;
		end
		else if(cs == ACT)begin
		    ARID_reg    <= 8'd0;
	        ARADDR_reg  <= 32'd0;
            ARLEN_reg   <= 4'd0;
            ARSIZE_reg  <= 3'd0;
            ARBURST_reg <= 2'd0;
		end
		else begin
		    ARID_reg    <= ARID_reg;
	        ARADDR_reg  <= ARADDR_reg;
            ARLEN_reg   <= ARLEN_reg;
            ARSIZE_reg  <= ARSIZE_reg;
            ARBURST_reg <= ARBURST_reg;
		end
	end
    always_comb begin
	    if(cs == READ_ADDR)begin
		    ARREADY = 1'b1;
		end 
             else begin
		    ARREADY = 1'b0;
		end
	end   
	always_ff@(posedge clk )begin
		if(rst)begin
		    R_BURST_END <= 1'b0;
		end
		else if(cs == READ_DATA && RLAST && RVALID && RREADY ) begin
		     R_BURST_END <= 1'b1;
		end
		else if(cs == READ_PRE) begin
		     R_BURST_END <= R_BURST_END;
		end
		else begin
		     R_BURST_END <= 1'b0;
		end
	end
	always_comb begin
	    if(cs == READ_DATA || cs == READ_ROW)begin
			if(VALID_reg)begin
				if(ARLEN_count == ARLEN_reg)begin
					RID    = ARID_reg;
					RDATA  = DO_reg;
					RRESP  = 2'd0;
					RLAST  = 1'd1;
					RVALID = 1'd1;
				end
				else begin
					RID    = ARID_reg;
					RDATA  = DO_reg;
					RRESP  = 2'd0;
					RLAST  = 1'd0;
					RVALID = 1'd1;
				end
			end
			else begin
			    RID    = ARID_reg;
				RDATA  = DO_reg;
				RRESP  = 2'd0;
				RLAST  = 1'd0;
				RVALID = 1'd0;
			end
		end 
		else begin
		    RID    = 8'd0;
			RDATA  = 32'd0;
			RRESP  = 2'd0;
			RLAST  = 1'd0;
			RVALID = 1'd0;
		end
	end
    assign ARLEN_count_handshake = ARLEN_count + 4'd1;
    always_ff@(posedge clk  )begin
	    if(rst)begin
		    ARLEN_count <= 4'd0;
		end
		else if(cs == READ_ROW || cs == READ_DATA || cs == READ_PRE)begin
		    if(RREADY == 1'b1 && RVALID == 1'b1 && RLAST == 1'b1)begin
			    ARLEN_count <= ARLEN_count;
			end
		    else if(RREADY == 1'b1 && RVALID == 1'b1)begin
			    ARLEN_count <= ARLEN_count + 4'd1;
			end
			else begin
			    ARLEN_count <= ARLEN_count;
			end
		end
		else begin
		    ARLEN_count <= 4'd0;
		end
	end
	always_ff@(posedge clk  )begin
	    if(rst)begin
			AWID_reg    <= 8'd0;
	        AWADDR_reg  <= 32'd0;
            AWLEN_reg   <= 4'd0;
            AWSIZE_reg  <= 3'd0;
            AWBURST_reg <= 2'd0;
	    end
	    else if(cs == WRITE_ADDR)begin
			AWID_reg    <= AWID;
	        AWADDR_reg  <= AWADDR;
            AWLEN_reg   <= AWLEN;
            AWSIZE_reg  <= AWSIZE;
            AWBURST_reg <= AWBURST;
	    end
	    else if(cs == ACT)begin
			AWID_reg    <= 8'd0;
	        AWADDR_reg  <= 32'd0;
            AWLEN_reg   <= 4'd0;
            AWSIZE_reg  <= 3'd0;
            AWBURST_reg <= 2'd0;
	    end
	    else begin
			AWID_reg    <= AWID_reg;
	        AWADDR_reg  <= AWADDR_reg;
            AWLEN_reg   <= AWLEN_reg;
            AWSIZE_reg  <= AWSIZE_reg;
            AWBURST_reg <= AWBURST_reg;
	    end
	end
        always_comb begin
	    if(cs == WRITE_ADDR)begin
		    AWREADY = 1'b1;
		end 
            else begin
		    AWREADY = 1'b0;
		end
	end
	always_comb begin
	    if(cs == WRITE_DATA && COL_count == 3'd5)begin
		    WREADY = 1'd1;  
		end 
		else begin
		    WREADY = 1'd0;
		end
	end
	always_comb begin
	    if(cs == WRITE_DATA && COL_count == 3'd0)begin
		    D  = WDATA;
			WEn = WSTRB;
		end
		else if(cs == WRITE_DATA && COL_count != 3'd0)begin 
		    D  = WDATA;
			WEn = 4'b1111;
		end
		else if(cs == READ_PRE && PRE_count == 3'd0)begin
		    D  = 32'd0;
			WEn = 4'b0000;
		end 		
		else if(cs == WRITE_PRE && PRE_count == 3'd0)begin 
		    D  = 32'd0;
			WEn = 4'b0000;
		end 
		else begin
		    D  = 32'd0;
			WEn = 4'b1111;
		end
	end
	always_comb begin
	    if(cs == WRITE_BACK)begin
		    BVALID = 1'd1;
			BRESP  = 2'd0;
			BID    = AWID_reg;
		end 
		else begin
		    BVALID = 1'd0;
			BRESP  = 2'd0;
			BID    = 8'd0;
		end
	end
    always_ff@(posedge clk  )begin
	    if(rst)begin
		    AWLEN_count <= 4'd0;
		end
		else if(cs == WRITE_DATA)begin
		    if(WVALID == 1'b1 && WREADY == 1'b1 && WLAST == 1'b1)begin
			    AWLEN_count <= AWLEN_count;
			end
			else if(WVALID == 1'b1 && WREADY == 1'b1)begin
			    AWLEN_count <= AWLEN_count + 4'd1;
			end
			else begin
			    AWLEN_count <= AWLEN_count;
			end
		end
		else begin
		    AWLEN_count <= 4'd0;
		end
	end
	always_ff@(posedge clk  )begin
		if(rst)begin
			PRE_count <= 3'd0;
		end
		else if(cs == READ_PRE || cs == WRITE_PRE)begin
			PRE_count <= PRE_count+3'd1;
		end
		else begin
			PRE_count <= 3'd0;
		end
	end
	always_ff@(posedge clk  )begin
		if(rst)begin
			ROW_count <= 3'd0;
		end
		else if(cs == READ_ROW || cs == WRITE_ROW)begin
			ROW_count <= ROW_count+3'd1;
		end
		else begin
			ROW_count <= 3'd0;
		end
	end
	always_ff@(posedge clk  )begin
		if(rst)begin
			COL_count <= 3'd0;
		end
		else if(cs == READ_DATA || cs == WRITE_DATA)begin
			if(COL_count == 3'd6)begin 
				COL_count <= 3'd0;
			end
			else begin
				COL_count <= COL_count + 3'd1;
			end
		end
		else begin
			COL_count <= 3'd0;
		end
	end
	assign ARADDR_post = ARADDR_reg + {26'd0, ARLEN_count, 2'd0};
    assign ARADDR_post_handshake = ARADDR_reg + {26'd0, ARLEN_count_handshake, 2'd0};
    assign AWADDR_post = AWADDR_reg + {26'd0, AWLEN_count, 2'd0};
	assign AR_ROW = ARADDR_post[22:12];
    assign AR_COL = {1'b0,ARADDR_post[11:2]};	
	assign AW_ROW = AWADDR_post[22:12];
    assign AW_COL = {1'b0,AWADDR_post[11:2]};	
    always_comb begin
		if(cs == READ_PRE && PRE_count == 3'd0)begin
			RASn = 1'b0;
			CASn = 1'b1;
		end
		else if(cs == READ_ROW && ROW_count == 3'd0)begin
			RASn = 1'b0;
			CASn = 1'b1;
		end
		else if(cs == READ_DATA && COL_count == 3'd0)begin
			RASn = 1'b1;
			CASn = 1'b0;
		end
		else if(cs == WRITE_PRE && PRE_count == 3'd0)begin
			RASn = 1'b0;
			CASn = 1'b1;
		end
		else if(cs == WRITE_ROW && ROW_count == 3'd0)begin
			RASn = 1'b0;
			CASn = 1'b1;
		end
		else if(cs == WRITE_DATA && COL_count == 3'd0)begin
			RASn = 1'b1;
			CASn = 1'b0;
		end
		else begin
			RASn = 1'b1;
			CASn = 1'b1;
		end
	end
	always_comb begin
		if(cs == READ_ADDR)begin
			A = AR_ROW;			
		end
		else if(cs == READ_PRE)begin
			A = AR_ROW;
		end
		else if(cs == READ_ROW)begin
			A = AR_ROW;
		end
		else if(cs == READ_DATA)begin
			A = AR_COL;
		end
		else if(cs == WRITE_ADDR)begin
			A = AW_ROW;			
		end
		else if(cs == WRITE_PRE)begin
			A = AW_ROW;
		end
		else if(cs == WRITE_ROW)begin
			A = AW_ROW;
		end
		else if(cs == WRITE_DATA)begin
			A = AW_COL;
		end
		else begin
		    A = 11'd0;
		end
	end
endmodule
==> design/flow/config.mk <==
export PLATFORM = sky130hd
export DESIGN_NAME = DRAM_wrapper
export DESIGN_NICKNAME = DRAM_wrapper
export VERILOG_FILES = /design/flow/design.v
export SDC_FILE = /design/flow/constraint.sdc
export NUM_CORES = 4
export LEC_CHECK = 1
export CORE_AREA = 10 10 193 193
export DIE_AREA = 0 0 203 203
==> metrics.txt <==
# HELP chip_impl_metric Physical implementation figures
# TYPE chip_impl_metric gauge
chip_impl_metric{name="ctsResizeCount",unit=""} 0
chip_impl_metric{name="syn-cell-area",unit="um2"} 6530
chip_impl_metric{name="synth_chip_area",unit="um2"} 6530
chip_impl_metric{name="report.power.total",unit="mW"} 2.24
chip_impl_info{name="post_synth_main_logic_family",value="simple AND/OR/NAND/NOR gates"} 1
chip_impl_metric{name="synth-edff-count",unit=""} 0
chip_impl_metric{name="layout_min_cycle_time",unit="ns"} 4.72
chip_impl_metric{name="tritoncts.num_buffers",unit=""} 17
chip_impl_metric{name="route.detailed.drc",unit=""} 0
chip_impl_metric{name="clk_pin_slew_worst_paths",unit="ns"} 0.06
chip_impl_info{name="clk_root_buffer_cell",value="sky130_fd_sc_hd__clkbuf_16"} 1
chip_impl_info{name="leading_post_synthesis_cells_by_cell_area",value="sky130_fd_sc_hd__dfxtp_1 (38%), sky130_fd_sc_hd__and2_1 (8.4%), sky130_fd_sc_hd__nor3b_1 (7.2%)"} 1
chip_impl_metric{name="cts_max_path_buffers",unit=""} 2
chip_impl_metric{name="yosys_cells",unit=""} 779
chip_impl_metric{name="route.final.wire_length",unit="mm"} 22.6
chip_impl_info{name="r2r_start",value="ARLEN_count[0]"} 1
chip_impl_metric{name="dp.cells",unit=""} 1417
chip_impl_metric{name="p_leak",unit="nW"} 3.61
chip_impl_metric{name="ratio_of_cells_with_drive_above_1_in_the_final_layout",unit="%"} 5.56
chip_impl_info{name="worst_setup_path_startpoint",value="ARLEN_count[0]"} 1
chip_impl_metric{name="yosys_warnings",unit=""} 1
chip_impl_info{name="crit_path_cell_trace",value="ha_1 -> inv_1 -> fa_1 -> nand2b_1 -> a21oi_1 -> and2_1 -> nand3_2 -> xor2_1 -> a221oi_2 -> clkdlybuf4s50_1"} 1
chip_impl_metric{name="number_of_antenna_violations_at_the_first_check_in_global_routing",unit=""} 4
chip_impl_metric{name="whs_path_depth",unit=""} 1
chip_impl_metric{name="finClkSkew",unit="ns"} 0.0110
chip_impl_metric{name="register_to_register_path_depth",unit=""} 9
chip_impl_metric{name="syn_avg_cell_area",unit="um2"} 8.38
chip_impl_info{name="rsz0062_at_grt",value="false"} 1
chip_impl_metric{name="ant_nets",unit=""} 0
chip_impl_metric{name="route.detailed.vias_per_inst",unit=""} 4.10
chip_impl_metric{name="final_max_slew_viol_count",unit=""} 0
chip_impl_metric{name="global_route.usage.total",unit="%"} 10.7
chip_impl_metric{name="die.size.y",unit="um"} 203
chip_impl_metric{name="syn-instance-count",unit=""} 779
chip_impl_metric{name="maxCapViolCount",unit=""} 0
chip_impl_metric{name="global_route.overflow_total",unit=""} 0
chip_impl_metric{name="simple_gate_share_of_the_synthesized_area",unit="%"} 32.5
chip_impl_info{name="cp-start-kind",value="flip-flop"} 1
chip_impl_info{name="post_synth_most_frequent_cells",value="sky130_fd_sc_hd__dfxtp_1 (123), sky130_fd_sc_hd__nor2_1 (92), sky130_fd_sc_hd__and2_1 (88)"} 1
chip_impl_metric{name="critical_path.max_stage_delay",unit="ns"} 0.53
chip_impl_info{name="path_class",value="flip-flop to output pin"} 1
chip_impl_metric{name="synth_xor_xnor_area_share",unit="%"} 6.57
chip_impl_metric{name="worst-slew-pin-transition",unit="ns"} 0.683
chip_impl_info{name="hold_path.class",value="flip-flop to flip-flop"} 1
chip_impl_info{name="top_area_cell",value="sky130_fd_sc_hd__dfxtp_1"} 1
chip_impl_info{name="flop_cell",value="sky130_fd_sc_hd__dfxtp_1"} 1
chip_impl_info{name="hp-start",value="ROW_count[0]"} 1
chip_impl_metric{name="grt_pass1_wl",unit="mm"} 34.4
chip_impl_info{name="slowest_stage",value="sky130_fd_sc_hd__clkdlybuf4s50_1"} 1
chip_impl_info{name="status",value="finished clean"} 1
chip_impl_metric{name="finalHoldViolations",unit=""} 0
chip_impl_metric{name="hpwl",unit="mm"} 17.0
chip_impl_metric{name="worst_ep_arrival_time",unit="ns"} 3.58
chip_impl_info{name="clock_tree_from_tritoncts",value="yes"} 1
chip_impl_metric{name="ys_ff",unit=""} 123
chip_impl_metric{name="timing.critical_path.fanout_max",unit=""} 6
chip_impl_metric{name="latency_at_later_pin",unit="ns"} 0.43
chip_impl_metric{name="chipWidth",unit="um"} 203
chip_impl_info{name="synth_dominant_cell_count",value="sky130_fd_sc_hd__dfxtp_1"} 1
chip_impl_metric{name="power_per_cell_area",unit="nW/um2"} 226
chip_impl_metric{name="maximum_number_of_pins_on_one_net_before_global_route_repair",unit=""} 71
chip_impl_metric{name="place.port_buffers",unit=""} 241
chip_impl_metric{name="synth.yosys.seq_area_share",unit="%"} 37.7
chip_impl_info{name="endpoint_kind",value="output pin"} 1
chip_impl_metric{name="postCtsHoldBufs",unit=""} 0
chip_impl_metric{name="clock.fmax",unit="MHz"} 212
chip_impl_metric{name="grt_pass1_vias",unit=""} 5717
chip_impl_metric{name="stage_log_warnings",unit=""} 67
chip_impl_metric{name="fa_ha_area_share",unit="%"} 4.83
chip_impl_metric{name="synth_compound_gate_area_share",unit="%"} 13.3
chip_impl_metric{name="timing.slew.headroom",unit="%"} 54.4
chip_impl_metric{name="mux_area_share",unit="%"} 0.307
chip_impl_metric{name="setup-violations-final",unit=""} 0
chip_impl_metric{name="clock_sink_count",unit=""} 123
chip_impl_metric{name="design.core.area",unit="um2"} 32800
chip_impl_metric{name="ir_worst_vdd",unit="uV"} 194
chip_impl_metric{name="ios",unit=""} 283
chip_impl_metric{name="synthDistinctLibCells",unit=""} 56
chip_impl_metric{name="detail_route.wl_per_cell",unit="um"} 15.6
chip_impl_metric{name="post_cts.repair.setup_buffers",unit=""} 0
chip_impl_metric{name="final_min_period_over_clock_period",unit="%"} 82.9
chip_impl_metric{name="largest_register_ffs",unit=""} 32
chip_impl_metric{name="via_count",unit=""} 5939
chip_impl_metric{name="initial_utilization",unit="%"} 19.9
chip_impl_metric{name="depth_of_the_cts_h_tree",unit=""} 4
chip_impl_metric{name="fp.dieArea",unit="um2"} 41200
chip_impl_metric{name="timing.critical_path.required",unit="ns"} 4.56
chip_impl_metric{name="area_delta_synth_final",unit="%"} 51.9
chip_impl_metric{name="synthArstFlopShare",unit="%"} 0
chip_impl_metric{name="routabilityCongestion",unit=""} 0.847
chip_impl_metric{name="initialDrtViolationCount",unit=""} 329
chip_impl_metric{name="layoutNonFillerInstCount",unit=""} 1450
chip_impl_metric{name="setup_total_negative_slack",unit="ns"} 0
chip_impl_metric{name="std_cell_rows",unit=""} 66
chip_impl_metric{name="drt_pre_antenna_iters",unit=""} 5
chip_impl_metric{name="netlist.area_leader.share",unit="%"} 37.7
[logic make-up after synthesis]
kind of cell / after synthesis
AND/OR/NAND/NOR: 371
AND-OR/OR-AND: 136
flip-flops: 123
buffers and inverters: 73
XOR/XNOR: 49
adder cells (fa/ha/maj): 24
multiplexers: 2
other: 1
[layer usage]
| layer | routed length, um | GRT usage [%] | share of wire (%) | vias to the layer above |
|---|---|---|---|---|
| li1 | - | - | - | 3082 |
| met1 | 10200 | 14.6 | 45 | 2694 |
| met2 | 10400 | 16.7 | 46 | 142 |
| met3 | 1680 | 3.42 | 7.4 | 15 |
| met4 | 258 | 1.17 | 1.1 | 6 |
| met5 | 33 | 0 | 0.15 | - |
[final timing paths]
check | to | slack [ns]
worst max-delay path | A[4] | 0.98
worst min-delay path | ROW_count[0] | 0.46
worst max register to register | cs[8] | 3.17
worst min register to register | ROW_count[0] | 0.46
[critical path: cells and delay by family (launching register included)]
kind | cells | cell delay (ns)
compound gates | 2 | 0.65
buf+inv | 2 | 0.59
simple gates | 3 | 0.65
flops | 1 | 0.46
fa+ha+maj | 2 | 0.65
xor+xnor | 1 | 0.16
[power breakdown]
group          total, mW  internal [mW]  switching (mW)  leakage, nW
combinational      0.231          0.140          0.0915         2.33
sequential         0.908          0.888          0.0203         1.01
clock               1.10          0.677           0.422        0.274
[cell type report]
| class | count | area, um2 |
|---|---|---|
| clock buffer | 22 | 474 |
| inverter | 16 | 60.1 |
| tap | 442 | 553 |
| sequential | 123 | 2470 |
| multi-input combinational | 587 | 3780 |
| timing repair buffer | 249 | 2470 |
| antenna | 1 | 2.50 |
| clock inverter | 10 | 116 |
| fill | 3419 | 22900 |
[cell usage in the layout, fill, tap and decap left out, types with 3 or more instances in the layout]
cell,n
sky130_fd_sc_hd__nor3b_1,63
sky130_fd_sc_hd__nor2_1,92
sky130_fd_sc_hd__nor2b_1,36
sky130_fd_sc_hd__dfxtp_1,120
sky130_fd_sc_hd__o21bai_1,4
sky130_fd_sc_hd__a22oi_1,3
sky130_fd_sc_hd__conb_1,5
sky130_fd_sc_hd__a221oi_2,5
sky130_fd_sc_hd__nand2_1,24
sky130_fd_sc_hd__and3_1,9
sky130_fd_sc_hd__a21oi_1,78
sky130_fd_sc_hd__xnor2_1,22
sky130_fd_sc_hd__inv_1,16
sky130_fd_sc_hd__a21o_1,5
sky130_fd_sc_hd__nor3_1,8
sky130_fd_sc_hd__a211oi_1,5
sky130_fd_sc_hd__o21ai_0,9
sky130_fd_sc_hd__buf_4,9
sky130_fd_sc_hd__xor2_1,27
sky130_fd_sc_hd__nand2b_1,9
sky130_fd_sc_hd__clkbuf_16,17
sky130_fd_sc_hd__and4_1,5
sky130_fd_sc_hd__and2_1,88
sky130_fd_sc_hd__nand3_1,14
sky130_fd_sc_hd__clkinvlp_4,5
sky130_fd_sc_hd__clkbuf_8,3
sky130_fd_sc_hd__ha_1,22
sky130_fd_sc_hd__dfxtp_2,3
sky130_fd_sc_hd__nand4_1,10
sky130_fd_sc_hd__a221oi_1,8
sky130_fd_sc_hd__clkdlybuf4s50_1,240
[per-stage QoR]
stage / instance area, um2 / util (%) / hold WS [ns] / setup slack [ns]
after floorplan: 6550 / - / 0.417 / 2.38
after global placement: 9330 / 28.4 / 0.429 / 1.52
after detailed placement: 9330 / 28.4 / 0.449 / 1.46
after CTS: 9920 / 30.2 / 0.463 / 0.987
after global routing: 9920 / 30.2 / 0.498 / 0.736
final: 9920 / 30.3 / 0.461 / 0.977
Power is estimated from default activity; no workload was simulated.
