==> /design/flow/design.v <==
module ifmap_fifo #(
    parameter int WIDTH = 8,          
    parameter int DEPTH = 4           
)(
    input  logic           clk,
    input  logic           rst_n,
    input logic           ifmap_fifo_reset_i,  
    input  logic           push_en,        
    input  logic           push_mod,       
    input  logic [31:0]    push_data,      
    output logic           full,           
    input  logic           pop_en,         
    output logic [7:0]     pop_data,       
    output logic           empty           
);
    logic [7:0] mem [0:3];
    logic [1:0] wr_ptr, rd_ptr;  
    logic [2:0] count;
    logic [7:0] data_out_reg;
    assign pop_data = data_out_reg;
    assign full  = (count == 3'd4);
    assign empty = (count == 3'd0);
    always_ff @(posedge clk or negedge rst_n) begin
        if (!rst_n)
            wr_ptr <= 2'd0;
        else if(ifmap_fifo_reset_i)
            wr_ptr <= 2'd0;  
        else if (push_en) begin
            if (push_mod == 1'b0 && !full)
                wr_ptr <= (wr_ptr + 2'd1);
            else if (push_mod == 1'b1 && empty)  
                wr_ptr <= 2'd0;  
        end
    end
    always_ff @(posedge clk) begin
        if(!rst_n)begin
            mem[0] <= 8'd0;
            mem[1] <= 8'd0;
            mem[2] <= 8'd0;
            mem[3] <= 8'd0;
        end
        else if(ifmap_fifo_reset_i)begin
            mem[0] <= 8'd0;  
            mem[1] <= 8'd0;
            mem[2] <= 8'd0;
            mem[3] <= 8'd0;
        end
        else if (push_en) begin
            if (push_mod == 1'b0 && !full)
                mem[wr_ptr] <= push_data[7:0];
            else if (push_mod == 1'b1 && empty) begin 
                mem[0] <= push_data[7:0];
                mem[1] <= push_data[15:8];
                mem[2] <= push_data[23:16];
                mem[3] <= push_data[31:24];
            end
        end
    end
    always_ff @(posedge clk or negedge rst_n) begin
        if (!rst_n)
            rd_ptr <= 2'd0;
        else if(ifmap_fifo_reset_i)
            rd_ptr <= 2'd0;
        else if (pop_en && !empty)
            rd_ptr <= (rd_ptr + 2'd1);
    end
    always_ff @(posedge clk) begin
        if (!rst_n)
            data_out_reg <= 7'd0;
        else if(ifmap_fifo_reset_i)
            data_out_reg <= 7'd0;  
        else if (pop_en && !empty)
            data_out_reg <= mem[rd_ptr];
    end
    always_ff @(posedge clk or negedge rst_n) begin
        if (!rst_n)
            count <= 3'd0;
        else if(ifmap_fifo_reset_i)
            count <= 3'd0;  
        else if(push_en && pop_en) begin
            if(push_mod == 1'b0 && !full)  
                count <= count;  
        end
        else if(push_en)begin
            if(push_mod == 1'b0 && !full)
                count <= count + 3'd1;  
            else if(push_mod == 1'b1 && empty)
                count <= 3'd4;  
        end
        else if(pop_en && !empty)
            count <= count - 3'd1;
    end
endmodule
==> /design/flow/run.sh <==
#!/bin/bash
# OpenROAD 26Q1-2900-gdf79404cd8, Yosys 0.63+post, stock flow scripts
make -C /OpenROAD-flow-scripts/flow DESIGN_CONFIG=/design/flow/config.mk WORK_HOME=/design/flow/orfs finish
==> /design/flow/config.mk <==
export PLATFORM = sky130hd
export DESIGN_NAME = ifmap_fifo
export DESIGN_NICKNAME = ifmap_fifo
export VERILOG_FILES = /design/flow/design.v
export SDC_FILE = /design/flow/constraint.sdc
export NUM_CORES = 4
export LEC_CHECK = 1
export CORE_UTILIZATION = 50
==> /design/flow/constraint.sdc <==
current_design ifmap_fifo

set clk_period 5.7
set clk_io_pct 0.2

create_clock -name clk0 -period $clk_period [get_ports {clk}]

set non_clock_inputs [all_inputs -no_clocks]
set_input_delay [expr $clk_period * $clk_io_pct] -clock clk0 $non_clock_inputs
set_output_delay [expr $clk_period * $clk_io_pct] -clock clk0 [all_outputs]
==> reports/qor.yml <==
ys.flops: 47
crit_path_top_delay_cell: "o21ai_0"
outcome: "complete, no violations"
io_buf_count: 47
detailedRoute.firstPassIterationCount: 6
cts-root-buf: "clkbuf_8"
wl_per_cell_um: 16.2
avgViaCountPerCell: 5.45
smallest_hold_slack_ps: 457
num_vias: 1956
timing_hold_violations_final: 0
maxSlewHeadroom_pct: 31.9
clockBufferDepth: 2
power.density_cell_area_nw_per_um2: 253
row_count: 25
seq_area_frac_synth_pct: 52.0
yosys.area.top_type_share_pct: 38.6
grt_use_total_pct: 25.6
insertion_delay_ps: 300
syn_inst: 246
number_of_setup_buffers_added_after_cts: 0
cts_sinks: 47
grt-ovfl-total: 0
critical_path_startpoint_category: "primary input"
finalClockPeriodUsage_pct: 60.8
final_clock_skew_ps: 7.55
crit_path_max_fanout: 15
cts_resized: 0
final-setup-viol-count: 0
global_route_wire_length_before_repair_mm: 9.29
drt_wl_total_mm: 5.83
post_dp_hpwl_mm: 3.98
worst_path_largest_cell_delay_ps: 630
synthesis.area_per_instance_um2: 10.1
synth-edff-count: 32
area.growth.synth_to_final_pct: 26.2
die_h_um: 72.6
detail_route.drc_violations: 0
horizontal_die_dimension_um: 72.6
gp_weighted_congestion: 0.852
core_area_um2: 4750
tightest_slew_ps: 1010
boundaryPins: 48
worstPathCellList: "clkdlybuf4s50_1, a21boi_0, nand3_1, o21ai_0, buf_4"
cp-end-kind: "flip-flop"
wp_data_required_ps: 5720
grt_setup_unrepaired: "false"
cts_made_buffers: 5
path_class: "primary input to flip-flop"
async_s_r_ff_share_synth_pct: 14.9
yosys_cells: 246
cts_tree: "done"
most_common_cell: "nand2_1"
cts_max_level: 2
largest_register_ffs: 32
max_freq_ghz: 0.288
stage_log_warnings: 28
maxCapViolCount: 0
drive_above_1_share_pct: 9.25
ir_worst_vdd_mv: 0.137
synth.area.top_cells: "edfxtp_1 39%, nand2_1 7.7%, mux4_2 7.2%, dfrtp_1 7.0%, dfxtp_1 6.4%"
synth_chip_area_um2: 2490
n_antenna_cell: 0
dieArea_um2: 5270
synthesis.area_um2: 2490
starting_density_of_the_core_pct: 52.4
layout.filler_cells: 405
power.static_leakage_uw: 0.00119
ys_dominant_reg_cell: "edfxtp_1"
drt.antenna.violating_nets: 0
timing.critical_path.arrival_ps: 3480
maximum_number_of_pins_on_one_net_before_global_route_repair: 27
grt_antenna_before_repair: 0
yosysWarningCount: 1
worst_setup_hold_path_clk_slew_ps: 80
drt_initial_violations: 116
timing_max_transition_violations_final: 0
synthDominantAreaCellType: "edfxtp_1"
synth.top_cells.by_count: "51 x nand2_1, 32 x edfxtp_1, 26 x nand3_1"
via_count_of_the_first_global_routing_pass: 1855
synthDistinctLibCells: 37
total_power_uw: 795
min-delay-path-class: "flip-flop to flip-flop"
min_period_ps: 3470
holdBufCountCts: 0
fin_setup_tns_ps: 0
==> layout make-up <==
type                            count  area, um^2  share of cell area (%)
Sequential cell                    47        1300                    41.2
Clock buffer                        6        82.6                    2.63
Clock inverter                      2        38.8                    1.23
Multi-Input combinational cell    172        1090                    34.5
Timing Repair Buffer               52         508                    16.2
Inverter                           13        48.8                    1.55
Tap cell                           67        83.8                    2.67
==> report_power, final <==
part           total [uW]  internal, uW  switching, uW
Clock                 261           144            117
Combinational         129          67.8           60.7
Sequential            405           387           17.9
==> kinds of logic after synthesis <==
kind of cell	Yosys count	synth area share [%]
flops	47	52.0
compound gates	39	9.49
mux	9	7.63
xor+xnor	2	0.703
simple gates	119	24.2
buf+inv	27	4.42
fa+ha+maj	3	1.51
==> worst max-delay path: cells and delay by family <==
kind / cells / cell delay, ps
and+or+nand+nor: 1 / 510
buffers and inverters: 2 / 860
AOI/OAI and AO/OA: 2 / 970
==> layout by cell type, fill, tap and decap left out, types with 6 or more instances in the layout <==
cell type         n
clkdlybuf4s50_1  47
dfxtp_1           8
o21ai_0          13
mux4_2            8
dfrtp_1           7
edfxtp_1         32
nand2_1          51
a21oi_1          16
clkbuf_8          6
nand3_1          26
and2_1           10
inv_1            13
nand2b_1          9
==> per-stage QoR <==
stage | setup WS (ps) | area [um^2] | cells | util [%]
floorplan | 2760 | 2490 | 246 | -
global placement | 1940 | 3020 | 351 | 63.6
detailed placement | 1960 | 3020 | 351 | 63.6
CTS | 2250 | 3140 | 359 | 66.1
global route | 2040 | 3140 | 359 | 66.1
finish | 2230 | 3140 | 359 | 66.1
==> per-layer routing <==
metal	global-route usage, %	wire length, um	vias to the layer above
li1	-	-	962
met1	42.1	2680	907
met2	38.7	2650	81
met3	7.00	430	6
met4	2.61	68	0
met5	0	0	-
==> final timing paths <==
check,from,endpoint,slack (ps),depth (start not counted)
min in group asynchronous,rst_n,count[0],1140,1
max in group asynchronous,rst_n,rd_ptr[0],4270,1
max,push_en,mem[3][6],2230,5
min reg2reg,data_out_reg[6],data_out_reg[6],460,2
min,data_out_reg[6],data_out_reg[6],460,2
max reg2reg,count[0],mem[3][6],2810,6
